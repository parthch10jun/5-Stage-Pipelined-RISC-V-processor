==> /design/flow/design.v <==
`timescale 1ns / 1ps
module ID_EX(
	input wire clk, rst,
	input wire [7:0] ID_instr,
	input wire [3:0] ID_ALUop, 
	input wire ID_RegWrite, ID_LoadImmediate,
	input wire [7:0] ID_RegData1,
	input wire [2:0] ID_writeReg, 
	input wire [7:0] ID_ImmediateData,
	output reg [3:0] EX_ALUop, 
	output reg EX_RegWrite, EX_LoadImmediate,
	output reg [7:0] EX_RegData1,
	output reg [2:0] EX_writeReg,
	output reg [7:0] EX_ImmediateData,
	output reg [7:0] EX_instr
    );
	 always @(posedge clk, negedge rst) begin
		if(!rst) begin
			EX_ALUop <= 0;
			EX_RegWrite <= 0;
			EX_RegData1 <= 0;
			EX_writeReg <= 0;
			EX_LoadImmediate <= 0;
			EX_ImmediateData <= 0;
			EX_instr <= 0;
		end
		else begin
			EX_ALUop <= ID_ALUop;
			EX_RegWrite <= ID_RegWrite;
			EX_RegData1 <= ID_RegData1;
			EX_writeReg <= ID_writeReg;
			EX_LoadImmediate <= ID_LoadImmediate;
			EX_ImmediateData <= ID_ImmediateData;
			EX_instr <= ID_instr;
		end
	 end
endmodule
==> /design/flow/run.sh <==
#!/bin/bash
# OpenROAD 26Q1-2900-gdf79404cd8, Yosys 0.63+post, stock flow scripts
make -C /OpenROAD-flow-scripts/flow DESIGN_CONFIG=/design/flow/config.mk WORK_HOME=/design/flow/orfs finish
==> /design/flow/config.mk <==
export PLATFORM = sky130hd
export DESIGN_NAME = ID_EX
export DESIGN_NICKNAME = ID_EX
export VERILOG_FILES = /design/flow/design.v
export SDC_FILE = /design/flow/constraint.sdc
export NUM_CORES = 4
export LEC_CHECK = 1
export CORE_AREA = 10 10 81 81
export DIE_AREA = 0 0 91 91
==> /design/flow/constraint.sdc <==
current_design ID_EX

set clk_period 1.0
set clk_io_pct 0.2

create_clock -name clk0 -period $clk_period [get_ports {clk}]

set non_clock_inputs [all_inputs -no_clocks]
set_input_delay [expr $clk_period * $clk_io_pct] -clock clk0 $non_clock_inputs
set_output_delay [expr $clk_period * $clk_io_pct] -clock clk0 [all_outputs]
==> flow_summary.yaml <==
# generated from flow reports
run_status:
  outcome: "finished, final reports clean"
detailed_routing:
  drtAntennaViolNets: 0
  vias: 558
  post_drt_wl_per_cell_um: 13.81
  drc: 0
  diodes: 0
  first_pass_iters: 2
  initialDrtViolationCount: 5
  viasPerCell: 3.153
  drt-total-wl_um: 2445
clocking:
  postCtsSetupRepairBufs: 0
  clock_path_buffers: 2
  cts_num_sinks: 33
  cts_buffers: 5
  cts_root_buffer: "clkbuf_8"
  clk_pin_slew_ns: 0.06
  cts_max_level: 2
  cts_tree: "built"
floorplanning:
  die_height_um: 91
  rows: 25
  die-area_um2: 8281
  die_x_um: 91
  fp.coreArea_um2: 4817
  ios: 68
  fp_util: 0.1714
worst_setup_path:
  cp.required_ns: 0.80
  path_max_fanout: 1
  slowest_delay_ns: 0.36
  crit_buf_inv: 1
  cp_cell_sequence: "buf_2"
  crit_family: "flip-flops"
  critPathKind: "reg -> out"
  cp-end-kind: "output pin"
  critical_path_arrival_ns: 0.75
  cp.depth: 1
  start_kind: "flip-flop"
  critPathSlowestCell: "dfrtp_1"
final_timing:
  hold_viol: 0
  fin_crit_sh: 0.9496
  rsz0062_at_grt: "no"
  max_slew_margin: 0.8531
  setup_violations: 0
  tightest_slew_ns: 0.2203
  max_freq_mhz: 1053
  fin_crit_ns: 0.9496
  report.final.slew_viol_count: 0
grt:
  grt_pass1_vias: 669
  antenna_found_initial: 0
  grt_max_degree: 19
  track_usage: 0.06002
  gr-total-overflow: 0
  grt_pass1_wl_um: 3898
min_path:
  hold_path.class: "in -> reg"
  min_from: "ID_writeReg[2]"
  hold_end: "EX_writeReg[2]"
  min_delay_path_depth: 1
power_and_ir_drop:
  leakage_nw: 0.7057
  vdd_ir_drop_max_uv: 801.6
  power_frac_seq: 0.547
  p_sw_frac: 0.1848
  combPwrFrac: 0.084
  p_switching_uw: 478.2
  p_int_mw: 2.110
  pwr_density_cell_nw_per_um2: 1701
  p_clk_frac: 0.369
synthesis:
  ys_types: 1
  synth_area_leader_cell: "dfrtp_1"
  synth_area_um2: 825.8
  avgSynthCellArea_um2: 25.02
  ys_cells: 33
  yosysWarningCount: 1
  ys_area_um2: 825.8
  syn_inst: 33
  synth_flops: 33
  top_cell_area_share: 1.000
  ys_seq_frac: 1.000
  topCellsByArea: "dfrtp_1"
final_layout:
  comb_cells: 0
  final_cells: 177
  logic_area_um2: 0
  utilization: 0.3158
  final_cell_mix: "dfrtp_1, clkdlybuf4s50_1, buf_2"
  area_growth_pct: 84.24
  drive_above_1_share: 0.3818
place:
  place_congestion: 0.6531
  dpl.hpwl_um: 2064
  place_inst: 169
  port_buffers: 67
flow_run:
  drv_cap: 0
  warnings: 26
==> cell type report <==
type | instances | area, µm²
Timing Repair Buffer | 70 | 525.5
Tap cell | 67 | 83.83
Sequential cell | 33 | 825.8
Fill cell | 488 | 3296
Clock buffer | 7 | 86.33
==> flip-flops by register name, summed over array words and instances, names as in the netlist <==
name              count
EX_ALUop              4
EX_instr              8
EX_writeReg           3
EX_RegWrite           1
EX_ImmediateData      8
EX_RegData1           8
EX_LoadImmediate      1
==> cells by family after synthesis <==
family | Yosys count | synth area share
flops | 33 | 1.000
==> Yosys cell counts <==
cell type,number
dfrtp_1,33
==> metrics by stage <==
| stage | power (mW) | hold slack [ns] | area, µm² | setup WS (ns) | setup TNS [ns] |
|---|---|---|---|---|---|
| global route | 2.738 | 0.3496 | 1521 | 0.004958 | 0 |
| detailed placement | 1.733 | 0.1615 | 1590 | 0.002814 | 0 |
| floorplan | 1.425 | -0.09559 | 825.8 | 0.4879 | 0 |
| global placement | 1.728 | 0.1633 | 1590 | 0.006878 | 0 |
| finish | 2.588 | 0.3642 | 1521 | 0.05037 | 0 |
| CTS | 2.668 | 0.3470 | 1526 | -0.04582 | -0.04582 |
==> power by group through the flow <==
| stage | clock network, mW | registers, mW | logic [mW] |
|---|---|---|---|
| 4_1_cts | 1.02 | 1.42 | 0.229 |
| 5_1_grt | 1.07 | 1.42 | 0.244 |
| 6_report | 0.955 | 1.42 | 0.217 |
==> routing by layer <==
layer / share of wire / track usage / up-vias
li1: - / - / 251
met1: 0.35 / 0.06691 / 274
met2: 0.51 / 0.09785 / 31
met3: 0.13 / 0.03568 / 2
met4: 0.0086 / 0.01175 / 0
met5: 0 / 0 / -
==> worst max path at each step <==
stage                        from                  end
CTS                   EX_instr[5]          EX_instr[5]
global route  EX_ImmediateData[6]  EX_ImmediateData[6]
finish        EX_ImmediateData[2]  EX_ImmediateData[2]
==> timing repair <==
item	4_1_cts	5_1_grt
hold buffers	1	0
gates resized	98	1
setup endpoints to repair	33	1
endpoints found under the hold margin	33	0
No activity file was given, so power comes from the tool's default toggle rates.

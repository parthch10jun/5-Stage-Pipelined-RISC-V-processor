==> ./design.v <==
module instruction_memory (
  input [7:0] PC,
  input rst,
  output [7:0] instr_code
);
reg [7:0] mem [7:0];  
always @(rst) begin 
  if(!rst) begin 
		mem[0] = 8'b00100011;  
		mem[1] = 8'b01100001;  
		mem[2] = 8'b00011010;  
		mem[3] = 8'b11000001;  
		mem[4] = 8'b01011011;  
		mem[5] = 8'b00111100;  
  end
end
assign instr_code = mem[PC];
endmodule
==> ./run.sh <==
#!/bin/bash
# OpenROAD 26Q1-2900-gdf79404cd8, Yosys 0.63+post, stock flow scripts
make -C /OpenROAD-flow-scripts/flow DESIGN_CONFIG=/design/flow/config.mk WORK_HOME=/design/flow/orfs finish
==> ./config.mk <==
export PLATFORM = sky130hd
export DESIGN_NAME = instruction_memory
export DESIGN_NICKNAME = instruction_memory
export VERILOG_FILES = /design/flow/design.v
export SDC_FILE = /design/flow/constraint.sdc
export NUM_CORES = 4
export LEC_CHECK = 1
export CORE_AREA = 10 10 70 70
export DIE_AREA = 0 0 80 80
==> ./constraint.sdc <==
current_design instruction_memory

set clk_period 1.6
set clk_io_pct 0.2

create_clock -name clk0 -period $clk_period

set non_clock_inputs [all_inputs -no_clocks]
set_input_delay [expr $clk_period * $clk_io_pct] -clock clk0 $non_clock_inputs
set_output_delay [expr $clk_period * $clk_io_pct] -clock clk0 [all_outputs]
==> summary.txt <==
run results: status finished clean, final setup vio count 0, distinct lib cells 10, Hold Path Depth 3, total track usage 0.970%, worst-path cell with the longest stage delay clkdlybuf4s50_1, Die Height 80 um, yosys cell count 12, met3 routed WL 92 um, Post-Syn Area 76.3 um^2, yosys stat area 76.3 um^2, RSZ-0062 raised after global routing no, CP peak stage delay 0.45 ns, syn avg cell area 6.36 um^2, GPL Wtd Cong 0.708, WL met2 122 um, Final Hold Viols 0, Cell Rows 21, first-pass GRT wire length 531 um, Worst Path Max Fanout 4, CP endpoint kind output pin, TritonRoute pass-1 iters 1, worst setup path class in -> out, vias in the first global route 114, CP cell instances buf_2, and3b_1, buf_4, clkdlybuf4s50_1, pwr/cell area 194 nW/um^2, via count 140, largest net degree at the start of global routing 6, ANT nets after route 0, chip area 6400 um^2, Post-synth seq share 0%, Initial DRC Count 0, via-per-instance ratio 1.92, fmax 645 MHz, Crit path arrival time 1.23 ns, Post-Place Cell Area 251 um^2, core area 3420 um^2, Hold Crit Class in -> out, Slew @ Worst Pin 0.105 ns, minimum clock period 1.55 ns, Flop Count 0, WHS Endpoint instr_code[6], Critical Path Source PC[1], leakage 0.128 nW, hold buffer count at cts 0, Max VDD drop 0.0146 mV, slew margin rel. 92.8%, # IOs 17, total wire length 375 um, # clk buffers 0, count of tool warnings 38, Init Core Util 2.23%, Flop area 0 um^2, setup slack after layout 0.0498 ns, Worst EP required 1.28 ns, Synth Instances 12, Avg WL per Cell 5.14 um, Warnings, synthesis 18, CP startpoint kind input port, port bufs 11, Post-Route Setup TNS 0 ns, ratio of cells with drive above 1 in the final layout 44.4%, design area 283 um^2, # DRC 0, worst slack, placed -0.458 ns, Slew Viols, Final 0, ANT cells 0, global route overflow 0, # fillers 405, reported max-cap violation count 0, Top Metal Used met3, cycle use final 96.9%, met1 WL 160 um, initial antenna violation count 0, min-delay src PC[2], P&R area growth vs syn 270%, Die Wd 80 um
[repair_timing]
| item | CTS | global route |
|---|---|---|
| buffers inserted | 3 | 0 |
| pin swaps | 2 | 1 |
| hold endpoints to repair | 0 | 0 |
| resized | 21 | 1 |
| endpoints found under the setup margin | 8 | 3 |
[worst max path at each step]
stage	endpoint	slack, ns
global route	instr_code[2]	0.01
CTS	instr_code[0]	0.02
finish	instr_code[2]	0.05
[power breakdown]
part           leakage (nW)  switching [mW]  internal, mW  total (mW)
clock                     0               0             0           0
combinational         0.128          0.0170        0.0378      0.0548
sequential                0               0             0           0
total                 0.128          0.0170        0.0378      0.0548
[critical path: cells and delay by family]
kind	cells	cell delay, ns
AND/OR/NAND/NOR	1	0.23
buffers and inverters	3	0.69
[cells by family after synthesis]
family,Yosys count,share of synthesized area [%]
multiplexers,1,13.1
buffers and inverters,2,14.8
AND/OR/NAND/NOR,6,42.6
AND-OR/OR-AND,3,29.5
[routing by layer]
layer | global-route usage [%] | up-vias
met2 | 1.77 | 10
met5 | 0 | -
met1 | 1.05 | 57
met3 | 0.455 | 0
met4 | 0 | 0
li1 | - | 73
[cell usage after synthesis, drive strengths merged]
library cell | count | area share (%)
nand2 | 2 | 9.8
nand2b | 2 | 16
and3b | 1 | 11
buf | 1 | 9.8
inv | 1 | 4.9
mux2i | 1 | 13
nor2 | 1 | 4.9
o21a | 1 | 9.8
o21ai | 1 | 6.6
o21ba | 1 | 13
[final cells by class]
cell class | count | area (um^2) | area share [%]
multi-input combinational | 10 | 90.1 | 31.9
inverter | 1 | 3.75 | 1.33
timing repair buffer | 16 | 131 | 46.5
tap | 46 | 57.6 | 20.4
[placed cells by master, fill, tap and decap left out, drive strengths merged]
master,count
nand2b,2
nand2,2
inv,1
nor2,1
clkdlybuf4s50,4
and3b,1
dlygate4sd2,4
mux2i,1
o21a,1
o21ai,1
o21ba,1
buf,8
[through the flow]
step	total power, mW	hold WS (ns)	utilization (%)	cells
final	0.0548	1.09	8.28	73
after detailed placement	0.0509	1.62	7.36	70
after global placement	0.0506	1.61	7.36	70
after floorplan	0.0121	0.655	-	12
after CTS	0.0569	1.10	8.46	73
after global routing	0.0605	1.12	8.28	73
Power and IR drop assume default switching activity.

**/design/flow/design.v**
```verilog
module reg_file (
	input clk,
	input rst,
	input RegWrite,
	input [2:0] read_reg_num_1,
	input [2:0] write_reg_num,
	input [7:0] write_data,
	output [7:0] read_data_1
);
reg [7:0] regfile [7:0];
assign read_data_1 = regfile[read_reg_num_1];
always @(*) begin 
	if(!rst) begin
		regfile[0] <= 0;
		regfile[1] <= 1;
		regfile[2] <= 2;
		regfile[3] <= 3;
		regfile[4] <= 4;
		regfile[5] <= 5;
		regfile[6] <= 6;
		regfile[7] <= 7;
	end
	else if (RegWrite) regfile[write_reg_num] = write_data;
end
endmodule
```
**/design/flow/config.mk**
```make
export PLATFORM = sky130hd
export DESIGN_NAME = reg_file
export DESIGN_NICKNAME = reg_file
export VERILOG_FILES = /design/flow/design.v
export SDC_FILE = /design/flow/constraint.sdc
export NUM_CORES = 4
export LEC_CHECK = 1
export CORE_UTILIZATION = 40
```
**/design/flow/constraint.sdc**
```tcl
current_design reg_file

set clk_period 1.7
set clk_io_pct 0.2

create_clock -name clk0 -period $clk_period

set non_clock_inputs [all_inputs -no_clocks]
set_input_delay [expr $clk_period * $clk_io_pct] -clock clk0 $non_clock_inputs
set_output_delay [expr $clk_period * $clk_io_pct] -clock clk0 [all_outputs]
```
**/design/flow/run.sh**
```bash
#!/bin/bash
# OpenROAD 26Q1-2900-gdf79404cd8, Yosys 0.63+post, stock flow scripts
make -C /OpenROAD-flow-scripts/flow DESIGN_CONFIG=/design/flow/config.mk WORK_HOME=/design/flow/orfs finish
```
==> flow_results.xml <==
<?xml version="1.0" encoding="UTF-8"?>
<metrics>
  <group name="setup_path">
    <metric name="cp_data_arrival_time" unit="ns">1.39</metric>
    <metric name="cp-start-kind" unit="">input port</metric>
    <metric name="crit_path_max_fanout" unit="">5</metric>
    <metric name="critical_path_required" unit="ns">1.36</metric>
    <metric name="path_type_of_the_worst_setup_path" unit="">input port to output port</metric>
    <metric name="setup.worst_path.end_class" unit="">output port</metric>
  </group>
  <group name="pwr">
    <metric name="worst_ir_drop_vdd" unit="mV">0.1489</metric>
    <metric name="p_per_area" unit="mW/mm^2">201.8</metric>
    <metric name="p_leak" unit="nW">1.104</metric>
    <metric name="switching_share" unit="%">36.62</metric>
    <metric name="internal_power" unit="mW">0.3054</metric>
    <metric name="combPwrFrac" unit="%">73.8</metric>
    <metric name="net-switching-power" unit="mW">0.1765</metric>
    <metric name="pwr-share-seq" unit="%">26.2</metric>
    <metric name="p_clk_share" unit="%">0</metric>
  </group>
  <group name="route">
    <metric name="dr_total_vias" unit="">1359</metric>
    <metric name="drt_drc_violations_left" unit="">0</metric>
    <metric name="drt_first_iter_violations" unit="">31</metric>
    <metric name="avgRoutedWirePerCell" unit="um">15.27</metric>
    <metric name="count_of_inserted_antenna_diode_cells" unit="">0</metric>
    <metric name="total_wirelength_of_the_detailed_routed_design" unit="um">4063</metric>
    <metric name="via_per_inst" unit="">5.109</metric>
    <metric name="postRouteAntennaNets" unit="">0</metric>
    <metric name="drt_first_pass_iters" unit="">4</metric>
  </group>
  <group name="sta">
    <metric name="final-setup-viol-count" unit="">3</metric>
    <metric name="rsz0062_at_grt" unit="">yes</metric>
    <metric name="report.final.hold_viol_count" unit="">0</metric>
    <metric name="worst_pin_slew" unit="ns">0.6444</metric>
    <metric name="unclocked_pins" unit="">64</metric>
    <metric name="unconstrained_endpoints" unit="">64</metric>
    <metric name="fmax" unit="MHz">578.6</metric>
    <metric name="post-route-min-period" unit="ns">1.728</metric>
    <metric name="max-slew-margin-rel" unit="%">56.91</metric>
    <metric name="post-route-worst-setup-slack" unit="ns">-0.02842</metric>
    <metric name="post-route-period-util" unit="%">101.7</metric>
    <metric name="finalMaxSlewViolations" unit="">0</metric>
  </group>
  <group name="floorplanning">
    <metric name="std_cell_rows" unit="">23</metric>
    <metric name="fp.coreArea" unit="sq mm">0.004058</metric>
    <metric name="fp.dieArea" unit="sq mm">0.004577</metric>
    <metric name="core_util_floorplan" unit="%">42.49</metric>
    <metric name="die_h" unit="um">67.66</metric>
    <metric name="dieWidth" unit="um">67.66</metric>
    <metric name="design.portCount" unit="">25</metric>
  </group>
  <group name="place">
    <metric name="placed_cells_incl_taps" unit="">250</metric>
    <metric name="place.detailed.hpwl" unit="um">2663</metric>
    <metric name="portBuffers" unit="">24</metric>
    <metric name="gpl.final_weighted_congestion" unit="">0.8084</metric>
    <metric name="preCtsSetupSlack" unit="ns">-0.7378</metric>
  </group>
  <group name="yosys">
    <metric name="most_common_cell" unit="">sky130_fd_sc_hd__dlxtn_1</metric>
    <metric name="synth_top_cell_by_area" unit="">sky130_fd_sc_hd__dlxtn_1</metric>
    <metric name="synth-edff-count" unit="">0</metric>
    <metric name="syn-instance-count" unit="">172</metric>
    <metric name="netlist-cell-type-count" unit="">28</metric>
    <metric name="synth_area" unit="sq mm">0.001724</metric>
    <metric name="ys_top_cells_by_area" unit="">sky130_fd_sc_hd__dlxtn_1 (56%), sky130_fd_sc_hd__mux2i_1 (12%), sky130_fd_sc_hd__o31a_1 (3.0%), sky130_fd_sc_hd__and2_1 (2.9%), sky130_fd_sc_hd__a211oi_1 (2.6%)</metric>
    <metric name="yosys-stat-cells" unit="">172</metric>
    <metric name="yosys-stat-area" unit="sq mm">0.001724</metric>
    <metric name="synth-async-reset-ratio" unit="%">0</metric>
    <metric name="yosys_warnings" unit="">2</metric>
    <metric name="synthFlopType" unit="">sky130_fd_sc_hd__dlxtn_1</metric>
    <metric name="post_synth_most_frequent_cells" unit="">sky130_fd_sc_hd__dlxtn_1 (64), sky130_fd_sc_hd__mux2i_1 (21), sky130_fd_sc_hd__nor2_1 (10), sky130_fd_sc_hd__and2_1 (8), sky130_fd_sc_hd__nand2b_1 (7)</metric>
    <metric name="top_area_share" unit="%">55.73</metric>
    <metric name="postSynthRegisterBits" unit="">64</metric>
    <metric name="synth.avg_cell_area" unit="sq um">10.02</metric>
  </group>
  <group name="layout">
    <metric name="area_growth_syn_to_layout" unit="%">38.46</metric>
    <metric name="final_cell_count_no_fill" unit="">266</metric>
    <metric name="largest_register" unit="">regfile</metric>
    <metric name="largest_register_ffs" unit="">64</metric>
    <metric name="final_layout_size_suffix_gt1_share" unit="%">31.94</metric>
    <metric name="reg_top3" unit="">regfile x64</metric>
  </group>
  <group name="flow_run">
    <metric name="log.warning_count" unit="">35</metric>
    <metric name="max_cap_violations" unit="">0</metric>
  </group>
  <group name="global_route">
    <metric name="grt_pass1_wl" unit="um">6686</metric>
    <metric name="groute.usage.overall" unit="%">20.37</metric>
    <metric name="grt_max_degree" unit="">20</metric>
    <metric name="number_of_antenna_violations_at_the_first_check_in_global_routing" unit="">0</metric>
    <metric name="grt_pass1_vias" unit="">1340</metric>
    <metric name="grt.overflow.total" unit="">0</metric>
  </group>
  <group name="outcome">
    <metric name="run_status" unit="">finished, violations left</metric>
    <metric name="failed_checks" unit="">setup timing</metric>
  </group>
  <group name="min_path">
    <metric name="hp-class" unit="">input port to output port</metric>
  </group>
  <group name="clock_tree">
    <metric name="cts_hold_buffers" unit="">0</metric>
  </group>
</metrics>
-- metrics by stage --
| step | TNS (ns) | util (%) | area (sq um) | hold WS [ns] | total power [mW] |
|---|---|---|---|---|---|
| floorplan | 0 | - | 1724 | 0.9550 | 0.2687 |
| global placement | -5.810 | 50.97 | 2068 | 1.926 | 0.4017 |
| detailed placement | -5.794 | 50.97 | 2068 | 1.923 | 0.4088 |
| CTS | -0.06660 | 58.03 | 2355 | 1.186 | 0.4732 |
| global route | -0.3072 | 58.83 | 2387 | 1.217 | 0.5159 |
| finish | -0.06584 | 58.83 | 2387 | 1.189 | 0.4818 |
-- power groups by stage --
stage | Combinational [mW] | Clock, mW | Sequential, mW
after CTS | 0.348 | 0 | 0.125
after global routing | 0.386 | 0 | 0.130
final | 0.355 | 0 | 0.126
-- layout by cell type (no fill, tap or decap), types with 2 or more instances in the layout --
cell,instances
sky130_fd_sc_hd__dlxtn_1,64
sky130_fd_sc_hd__mux2i_1,16
sky130_fd_sc_hd__buf_4,16
sky130_fd_sc_hd__clkdlybuf4s50_1,13
sky130_fd_sc_hd__buf_6,10
sky130_fd_sc_hd__and2_1,8
sky130_fd_sc_hd__nor2_1,7
sky130_fd_sc_hd__o31a_1,6
sky130_fd_sc_hd__buf_2,6
sky130_fd_sc_hd__o22a_1,5
sky130_fd_sc_hd__mux2i_2,5
sky130_fd_sc_hd__buf_8,5
sky130_fd_sc_hd__nand2_1,4
sky130_fd_sc_hd__nand2b_1,4
sky130_fd_sc_hd__inv_1,3
sky130_fd_sc_hd__a21oi_2,3
sky130_fd_sc_hd__a211oi_2,3
sky130_fd_sc_hd__nor2_4,3
sky130_fd_sc_hd__nand2b_4,3
sky130_fd_sc_hd__o22ai_1,3
sky130_fd_sc_hd__a211oi_1,3
sky130_fd_sc_hd__nor3b_2,2
sky130_fd_sc_hd__o22ai_2,2
sky130_fd_sc_hd__nand3b_1,2
sky130_fd_sc_hd__o21ai_0,2
sky130_fd_sc_hd__nor2b_2,2
sky130_fd_sc_hd__nand4_1,2
sky130_fd_sc_hd__o21a_1,2
sky130_fd_sc_hd__clkbuf_2,2
-- per-layer routing --
| metal | GRT usage [%] | part of all wire, % |
|---|---|---|
| met1 | 32.14 | 50 |
| met2 | 34.41 | 48 |
| met3 | 0 | 1.6 |
| met4 | 0 | 0 |
| met5 | 0 | 0 |
-- path summary, 6_finish.rpt --
kind	slack, ns	to	depth (start not counted)	start
hold / removal	1.19	read_data_1[1]	5	read_reg_num_1[0]
setup / recovery	-0.03	read_data_1[1]	6	read_reg_num_1[1]
-- worst max-delay path: stages --
cell	delay (ns)
sky130_fd_sc_hd__buf_8	0.10
sky130_fd_sc_hd__buf_8	0.12
sky130_fd_sc_hd__or3_4	0.38
sky130_fd_sc_hd__buf_6	0.14
sky130_fd_sc_hd__o22a_1	0.20
sky130_fd_sc_hd__buf_2	0.11
-- cell families (layout without fill, tap and decap cells) --
kind of cell	after synthesis	count (layout)	synth area share (%)
AOI/OAI and AO/OA	33	33	14.08
and+or+nand+nor	41	41	12.92
latches	64	64	55.73
muxes	21	21	12.19
buffers and inverters	13	57	5.079
-- cell type report --
class	count	area [sq um]
Multi-Input combinational cell	95	827.0
Inverter	3	11.26
Fill cell	347	1670
Sequential cell	64	960.9
Timing Repair Buffer	54	525.5
Tap cell	50	62.56
-- repair_timing --
| item | in CTS | in global routing |
|---|---|---|
| endpoints found under the setup margin | 8 | 8 |
| cloned | 2 | 0 |
| pin swaps | 24 | 8 |
| buffers inserted | 15 | 0 |
| resized | 81 | 13 |
Power is estimated from default activity; no workload was simulated.
